## design.v

```verilog
module alu(input[31:0] instruction, input[31:0] regA, input[31:0] regB, output signed[31:0] result, output[2:0] flags);
    reg[5:0] opcode, func;
    reg[4:0] rs, rt, rd, sa;
    reg signed[31:0] sign_regA, sign_regB, sign_regs, sign_regt;
    reg [15:0] immed;
    reg [31:0] temp, regs, regt, regd;
    reg[2:0] flag;
    reg signed[31:0] res;
    always @(instruction, regA, regB) begin
        opcode = instruction[31:26];
        func = instruction[5:0];
        rs = instruction[25:21];
        rt = instruction[20:16];
        rd = instruction[15:11];
        sa = instruction[10:6];
        immed = instruction[15:0];
        sign_regA = $signed(regA);
        sign_regB = $signed(regB);
        flag = 3'b000;
        res = 32'h00000000;
        if(rs[0])begin
            regs = regB;
            sign_regs = sign_regB;
        end
        else begin
            regs = regA;
            sign_regs = sign_regA;
        end
        if(rt[0])begin
            regt = regB;
            sign_regt = sign_regB;
        end
        else begin
            regt = regA;
            sign_regt = sign_regA;
        end
        case(opcode) 
            6'h00: begin
                case(func)
                    6'h20: begin
                        res = sign_regs + sign_regt;
                        if((regs[31]&&regt[31]&&!res[31])||(!regs[31]&&!regt[31]&&res[31]))
                            flag[0] = 1; 
                    end
                    6'h21: begin
                        res = regs + regt;
                    end
                    6'h24: begin 
                        res = regs & regt;
                    end
                    6'h27: begin
                        res = ~(regs | regt);
                    end    
                    6'h25: begin
                        res = regs | regt;
                    end
                    6'h00: begin  
                        temp = sa;
                        if(rt[0])
                            res = regB << temp;
                        if(!rt[0])
                            res = regA << temp;
                    end
                    6'h04: begin  
                            res = regt << sign_regs;
                    end
                    6'h2A: begin  
                        if(sign_regs<sign_regt) begin 
                            res = sign_regs - sign_regt;
                            flag[1] = 1;
                        end
                        else begin
                            res = sign_regs - sign_regt;
                            flag[1] = 0;
                        end
                    end
                    6'h2B: begin  
                        if(regs<regt) begin
                            res = regs - regt;
                            flag[1] = 1;
                        end
                        else begin
                            res = regs - regt;
                            flag[1] = 0;
                        end
                    end
                    6'h03: begin  
                        temp = sa;
                        if(rt[0])
                            res = sign_regB >>> temp;
                        if(!rt[0])
                            res = sign_regA >>> temp;
                    end
                    6'h07: begin  
                        res = sign_regt >>> sign_regs;
                    end
                    6'h02: begin  
                        temp = sa;
                        if(rt[0])
                            res = regB >> temp;
                        if(!rt[0])
                            res = regA >> temp;
                    end
                    6'h06: begin  
                        res = regt >> sign_regs;
                    end
                    6'h22: begin  
                        res = sign_regs - sign_regt;
                        if((regs[31]&&!regt[31]&&!res[31])||(!regs[31]&&regt[31]&&res[31]))
                            flag[0] = 1;
                    end
                    6'h23: begin  
                        res = regs - regt;
                    end
                    6'h26: begin  
                        res = regs ^ regt;
                    end
                endcase
            end
            6'h08: begin  
                if(immed[15])
                    temp = {16'hFFFF, immed};
                else
                    temp = {16'h0000, immed};
                if(rs[0]) begin
                    res = sign_regB + $signed(temp);
                    if((sign_regB[31]&&temp[31]&&!res[31])||(!sign_regB[31]&&!temp[31]&&res[31]))
                        flag[0] = 1;
                end
                if(!rs[0]) begin
                    res = sign_regA + $signed(temp);
                    if((sign_regA[31]&&temp[31]&&!res[31])||(!sign_regA[31]&&!temp[31]&&res[31]))
                        flag[0] = 1;
                end
            end
            6'h09: begin  
                if(immed[15])
                    temp = {16'hFFFF, immed};
                else
                    temp = {16'h0000, immed};
                if(rs[0])
                    res = regB + temp;
                if(!rs[0])
                    res = regA + temp;
            end
            6'h0C: begin  
                temp = {16'h0000, immed};
                if(rs[0])
                    res = regB & temp;
                if(!rs[0])
                    res = regA & temp;
            end
            6'h04: begin  
                if(regs-regt==0) begin
                    res = regs-regt;
                    flag[2] = 1; 
                end
                else begin
                    res = regs-regt; 
                    flag[2] = 0;
                end
            end
            6'h05: begin  
                if(regs-regt!=0) begin
                    res = regs-regt;
                    flag[2] = 0;
                end
                else begin 
                    res = regs-regt;
                    flag[2] = 1;
                end
            end
            6'h23: begin  
                if(immed[15])
                    temp = {16'hFFFF, immed};
                else
                    temp = {16'h0000, immed};
                if(rs[0])
                    res = regB + $signed(temp);
                if(!rs[0])
                    res = regA + $signed(temp);
            end
            6'h0D: begin  
                temp = {16'h0000, immed};
                if(rs[0]) 
                    res = regB | temp;
                if(!rs[0]) 
                    res = regA | temp;
            end
            6'h0A: begin  
                if(immed[15])
                    temp = {16'hFFFF, immed};
                else
                    temp = {16'h0000, immed};
                if(rs[0]) begin
                    if(sign_regB<$signed(temp)) begin
                        res = sign_regB - $signed(temp);
                        flag[1] = 1;
                    end
                    else begin
                        res = sign_regB - $signed(temp);
                        flag[1] = 0;
                    end
                end
                if(!rs[0]) begin
                    if(sign_regA<$signed(temp)) begin
                        res = sign_regA - $signed(temp);
                        flag[1] = 1;
                    end
                    else begin
                        res = sign_regA - $signed(temp);
                        flag[1] = 0;
                    end
                end
            end
            6'h0B: begin  
                if(immed[15])
                    temp = {16'hFFFF, immed};
                else
                    temp = {16'h0000, immed};
                if(rs[0]) begin
                    if(regB<temp) begin
                        res = regB - temp;
                        flag[1] = 1;
                    end
                    else begin
                        res = regB - temp;
                        flag[1] = 0;
                    end
                end
                if(!rs[0]) begin
                    if(regA<temp) begin
                        res = regA - temp;
                        flag[1] = 1;
                    end
                    else begin
                        res = regA - temp;
                        flag[1] = 0;
                    end
                end
            end
            6'h2B: begin  
                if(immed[15])
                    temp = {16'hFFFF, immed};
                else
                    temp = {16'h0000, immed};
                if(rs[0])
                    res = regB + $signed(temp);
                if(!rs[0])
                    res = regA + $signed(temp);
            end
            6'h0E: begin  
                temp = {16'h0000, immed};
                if(rs[0])
                    res = regB ^ temp;
                if(!rs[0])
                    res = regA ^ temp;
            end
        endcase
    end
    assign result = res;
    assign flags = flag;
endmodule
```

## run.sh

```bash
#!/bin/bash
# OpenROAD 26Q1-2900-gdf79404cd8, Yosys 0.63+post, stock flow scripts
make -C /OpenROAD-flow-scripts/flow DESIGN_CONFIG=/design/flow/config.mk WORK_HOME=/design/flow/orfs finish
```

## config.mk

```make
export PLATFORM = sky130hd
export DESIGN_NAME = alu
export DESIGN_NICKNAME = alu
export VERILOG_FILES = /design/flow/design.v
export SDC_FILE = /design/flow/constraint.sdc
export NUM_CORES = 4
export LEC_CHECK = 1
export CORE_UTILIZATION = 30
```

## constraint.sdc

```tcl
current_design alu

set clk_period 16.6
set clk_io_pct 0.2

create_clock -name clk0 -period $clk_period

set non_clock_inputs [all_inputs -no_clocks]
set_input_delay [expr $clk_period * $clk_io_pct] -clock clk0 $non_clock_inputs
set_output_delay [expr $clk_period * $clk_io_pct] -clock clk0 [all_outputs]
```

==> flow_summary.rst <==
Implementation results
======================

.. list-table::
   :header-rows: 1

   * - Metric
     - Value
   * - Outcome
     - completed
   * - Fp util
     - a little under a third
   * - GPL Wtd Cong
     - between 1 and 1.5
   * - Layout cell share with drive strength beyond 1
     - under 10%
   * - Cell class contributing the biggest share of worst-path delay
     - simple AND/OR/NAND/NOR gates
   * - Design internal power
     - around 0.43 mW
   * - Number of sequential storage elements
     - 0
   * - Routed Wire Length
     - approximately 140000 um
   * - Share of the clock period used by the worst path after layout
     - just under 80%
   * - Power per cell area
     - 43.8 mW/mm^2
   * - Congestion Overflow GR
     - 0
   * - Static Leakage
     - 11.3 nW
   * - Final hold viol count
     - 0
   * - Length of the first detailed-routing pass in iterations
     - 8
   * - Std cell rows
     - roughly 110
   * - Dpl cell area
     - between 0.02 and 0.03 mm^2
   * - Total of max-cap violations
     - 0
   * - Tally of yosys warning messages
     - 1
   * - Maximum clock frequency
     - between 0.07 and 0.08 GHz
   * - Worst path cell trace
     - buf_4, buf_4, mux2i_1, ha_1, or4_1, or4_1, a21oi_1, or4b_1, xnor2_1, nand4_1, or4b_1, nor4bb_1, nand4b_1, nor4b_1, clkdlybuf4s50_1
   * - Yosys stat chip area
     - 0.0249 mm^2
   * - Switching fraction of total power
     - 64.7%
   * - Nature of the critical path endpoint
     - output port
   * - DRT iter0 DRCs
     - 3731
   * - Peak-usage layer in the global routing report
     - met2
   * - Slew margin rel.
     - a little under two fifths
   * - Number of OpenROAD warnings
     - about 200
   * - Post-cts gate resize count
     - 0
   * - Buffers plus inverters on the worst setup path
     - 3
   * - Fraction of the core area covered by cells at the end of the flow
     - around a third
   * - Met1 track demand over resource in global routing
     - a little under half
   * - Fin Hold WS
     - between 7000 and 8000 ps
   * - Mean instance size in the synthesized netlist
     - between 6 and 7 um^2
   * - Worst voltage drop across the vdd grid
     - ~17 uV
   * - Ys cells
     - ~3.7k
   * - Syn Std Cell Area
     - between 0.02 and 0.025 mm^2
   * - Via count of the first global-routing pass
     - about 28k
   * - Routed wirelength normalized by instance count
     - 29.5 um
   * - Register Area
     - 0 um^2
   * - Highest-delay cell along the critical path
     - buf_4
   * - Startpoint type of the worst setup path
     - input port
   * - Vias after detailed routing
     - between 30k and 40k
   * - Largest net degree at the start of global routing
     - roughly 64
   * - Setup repair bufs after CTS
     - 0
   * - Total routing usage reported by global routing
     - about a third
   * - GR met3 Demand/Resource
     - ~5.5%
   * - Data required time at the worst endpoint
     - approximately 13000 ps
   * - Number of max-slew violations in the final report
     - 0
   * - Chip area
     - approximately 0.084 mm^2
   * - Die height
     - around 290 um
   * - Critical path peak fanout
     - 60
   * - Final critical-path required period
     - around 13000 ps
   * - Final setup violation count
     - 0
   * - Min-delay worst type
     - in -> out
   * - DRC errors left
     - 0
   * - Detail Placement HPWL
     - ~120000 um
   * - Quantity of I/O buffers inserted on ports
     - between 100 and 150
   * - Area added between synthesis and finish
     - 10.4%
   * - Maximum single-stage delay on the critical path
     - 610 ps
   * - Final Total Pwr
     - 1.21 mW
   * - Number of buffers inserted by hold repair at cts
     - 0
   * - Count of boundary I/O pins
     - around 130
   * - Met2 Resource Use GR
     - ~50%
   * - Number of vias per cell after detailed routing
     - about 6.3
   * - Worst setup path category
     - in -> out
   * - Cell area after layout
     - 0.0275 mm^2
   * - Antenna Nets Post-Route
     - 0
   * - Worst Max-Slew Pin Slew
     - around 900 ps
   * - Arrival time of data at the critical path endpoint
     - 9840 ps
   * - Psw
     - roughly 0.78 mW
   * - Cells after synthesis
     - 3713
   * - Area of the core
     - 0.0821 mm^2
   * - First-pass GRT wire length
     - approximately 200000 um
   * - Horiz. Die Dim
     - roughly 290 um
   * - Unrepaired setup endpoints after global routing
     - false
   * - Register share after synthesis
     - 0%
   * - Number of antenna violations at the first check in global routing
     - 8
   * - Setup TNS
     - 0 ps
   * - Cell Type Count
     - 105
   * - Count of clock buffers in the final design
     - 0
## cells in the final DEF (no fill, tap or decap), types with 39 or more instances in the layout
cell and instances:
o22ai_1 50, nand2b_1 48, o21ai_0 249, a21o_1 58
o21bai_1 57, inv_1 201, a31oi_1 53, a211oi_1 96
nand3_1 81, a21oi_1 384, clkdlybuf4s50_1 118, a221oi_1 39
nor3_1 91, nor2_1 376, xnor2_1 135, ha_1 306
mux2i_1 208, nand2_1 270, buf_4 145, o211ai_1 69
## power by group through the flow
stage / sequential (mW) / clock [mW] / combinational, mW
5_1_grt: 0 / 0 / 1.28
4_1_cts: 0 / 0 / 1.17
## path summary, 6_finish.rpt
check / start / to / slack (ps) / depth (start not counted)
max: instruction[21] / flags[2] / 3440 / 15
min: instruction[3] / flags[1] / 7840 / 5
## kinds of logic (layout without fill, tap and decap cells)
family / count (synthesis) / in the layout / share of synthesized area [%]
AND-OR/OR-AND: 1391 / 1391 / 37.1
AND/OR/NAND/NOR: 1120 / 1120 / 21.4
buffers and inverters: 463 / 479 / 7.55
adder cells (fa/ha/maj): 314 / 314 / 16.0
multiplexers: 270 / 270 / 12.5
XOR/XNOR: 155 / 155 / 5.45
other: 0 / 3 / 0
## stage by stage
stage / std cells / worst slack [ps]
final: 4802 / 3440
after global routing: 4799 / 3230
after CTS: 4799 / 3500
after detailed placement: 4799 / 3500
after global placement: 4799 / 3490
after floorplan: 3713 / 4520
## Yosys cell counts, types with 21 or more instances
cell type,number,area [um^2]
a2111oi_0,21,184
a211o_1,21,184
a211oi_1,96,721
a21o_1,58,435
a21oi_1,387,1940
a221oi_1,39,342
a31oi_1,53,332
buf_1,31,116
buf_2,40,200
clkbuf_1,163,612
ha_1,306,3830
inv_1,202,758
mux2_2,31,349
mux2i_1,208,2080
mux4_2,30,676
nand2_1,270,1010
nand2b_1,48,300
nand3_1,81,405
nand4_1,29,181
nor2_1,378,1420
nor2b_1,27,169
nor3_1,94,470
nor4_1,38,238
o211ai_1,69,518
o21a_1,24,180
o21ai_0,249,1250
o21bai_1,57,428
o221ai_1,35,307
o22ai_1,50,313
o31ai_1,36,270
or3_1,23,144
xnor2_1,135,1180
## cell type report
| class | instances | area (um^2) |
|---|---|---|
| repair buffers | 266 | 2280 |
| well taps | 1070 | 1340 |
| diodes | 3 | 7.51 |
| inverters | 213 | 800 |
| multi-input cells | 3250 | 23100 |
| fillers | 8935 | 54600 |
## metal layers
| metal | up-vias | wire length (um) |
|---|---|---|
| met5 | - | 22 |
| met2 | 1555 | 60700 |
| met3 | 254 | 12100 |
| met1 | 14500 | 61100 |
| li1 | 14000 | - |
| met4 | 4 | 7610 |
Power is estimated from default activity; no workload was simulated.
